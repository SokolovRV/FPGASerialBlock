**design/flow/constraint.sdc**
```tcl
current_design data_demux

set clk_period 3.9
set clk_io_pct 0.2

create_clock -name clk0 -period $clk_period [get_ports {clk}]

set non_clock_inputs [all_inputs -no_clocks]
set_input_delay [expr $clk_period * $clk_io_pct] -clock clk0 $non_clock_inputs
set_output_delay [expr $clk_period * $clk_io_pct] -clock clk0 [all_outputs]
```
**design/flow/config.mk**
```make
export PLATFORM = sky130hd
export DESIGN_NAME = data_demux
export DESIGN_NICKNAME = data_demux
export VERILOG_FILES = /design/flow/design.v
export SDC_FILE = /design/flow/constraint.sdc
export NUM_CORES = 4
export LEC_CHECK = 1
export CORE_UTILIZATION = 40
```
**design/flow/design.v**
```verilog
module data_demux (
					input 		 clk,
					input [7:0]  select,
					input [15:0] data_in,
					input 		 data_strb,
					input        crc_valid,
					input 		 reset,
											output reg [15:0] data_0,
											output reg [15:0] data_1,
											output reg [15:0] data_2,
											output reg [15:0] data_3,
											output reg [15:0] data_4,
											output reg [15:0] data_5,
											output reg [15:0] data_6,
											output reg [15:0] data_7,
											output reg [15:0] data_8,
											output reg [15:0] data_9,
											output reg        receive_done
																			);
parameter [7:0] n_word = 8'h01;
localparam [7:0] max_wrd_indx = n_word - 8'h01;
(*ramstyle = "no_rw_check"*)reg [15:0] mem [max_wrd_indx:0];
reg [15:0] data_bf = 16'h0000;
reg [7:0]  n       = 8'h00;
reg pre_strb_0 = 1'b0;
reg pre_strb_1 = 1'b0;
reg valid_flg  = 1'b0;
reg first_word = 1'b0;
always @(posedge clk) begin
	pre_strb_0 <= data_strb;
	pre_strb_1 <= crc_valid;
	if(data_strb && !pre_strb_0) begin
		mem[select] <= data_in;
	end
	else begin
		if(valid_flg) begin
			if(!first_word) begin
				n <= 8'h00;
				data_bf <= mem[0];
				first_word <= 1'b1;
				if(!max_wrd_indx) begin
					valid_flg <= 1'b0;
					receive_done <= 1'b1;
				end
				else begin end
			end
			else begin
				data_bf <= mem[n + 8'h01];
				n <= n + 8'h01;
				if(n == max_wrd_indx - 8'h01) begin
					valid_flg <= 1'b0;
					receive_done <= 1'b1;	
				end
				else begin end
			end
		end
		else begin end
	end
	if(crc_valid && !pre_strb_1) begin
		valid_flg <= 1'b1;
		receive_done <= 1'b0;
		first_word <= 1'b0;	
	end
	else begin end
	if(reset) begin
		valid_flg <= 1'b0;
		first_word <= 1'b0;
		receive_done <= 1'b0;
	end
	else begin end
end
always @(posedge clk) begin
	if(reset) begin
		data_0 <= 16'h0000;
		data_1 <= 16'h0000;
		data_2 <= 16'h0000;
		data_3 <= 16'h0000;
		data_4 <= 16'h0000;
		data_5 <= 16'h0000;
		data_6 <= 16'h0000;
		data_7 <= 16'h0000;
		data_8 <= 16'h0000;
		data_9 <= 16'h0000;
	end
	else begin
		case(n)
			0: data_0 <= data_bf;
			1: data_1 <= data_bf;
			2: data_2 <= data_bf;
			3: data_3 <= data_bf;
			4: data_4 <= data_bf;
			5: data_5 <= data_bf;
			6: data_6 <= data_bf;
			7: data_7 <= data_bf;
			8: data_8 <= data_bf;
			9: data_9 <= data_bf;
			default begin end
		endcase
	end
end
endmodule 
```
**design/flow/run.sh**
```bash
#!/bin/bash
# OpenROAD 26Q1-2900-gdf79404cd8, Yosys 0.63+post, stock flow scripts
make -C /OpenROAD-flow-scripts/flow DESIGN_CONFIG=/design/flow/config.mk WORK_HOME=/design/flow/orfs finish
```
==> impl_summary.log <==
[report] implementation figures
INFO  metric outcome = complete, no violations
INFO  metric ant_nets = 0
INFO  metric worst_path_max_delay_cell = sky130_fd_sc_hd__nand4b_2
INFO  metric cts.repair.resized = 0
INFO  metric holdCritPathClass = flop to flop
INFO  metric avgViaCountPerCell = 4.70
INFO  metric core_area = 0.0195 mm2
INFO  metric fin_tns_setup = 0 ps
INFO  metric yosysChipArea = 0.00797 mm2
INFO  metric busiest_layer = met1
INFO  metric groute.layer.met2.usage = 0.306
INFO  metric clk_pin_slew = 60 ps
INFO  metric p_total = 0.00435 W
INFO  metric final_period_minus_worst_setup_slack = 2170 ps
INFO  metric die-width = 143 um
INFO  metric n_fill_cell = 1628
INFO  metric instances_no_fill = 1092
INFO  metric relative_max_transition_margin = 0.407
INFO  metric cts.path.max_buffers = 3
INFO  metric post-place-cells = 1051
INFO  metric critPathMaxStageDelay = 650 ps
INFO  metric power.density = 411 mW/mm2
INFO  metric timing.final.hold_violations = 0
INFO  metric synth_area = 0.00797 mm2
INFO  metric finalCritPeriodShare = 0.557
INFO  metric synthCells = 654
INFO  metric final-comb-area = 0.00316 mm2
INFO  metric grt_setup_unrepaired = false
INFO  metric clkSinkCount = 205
INFO  metric maxCapViolations = 0
INFO  metric place_congestion = 0.772
INFO  metric cts_htree_levels = 1
INFO  metric critical_path.startpoint_type = flop
INFO  metric antenna_found_initial = 0
INFO  metric r2r_slack = 1730 ps
INFO  metric cts-hold-fix-buffers = 0
INFO  metric first_global_vias = 4874
INFO  metric ys_seq_frac = 0.565
INFO  metric synth_area_per_cell = 12.2 um2
INFO  metric cp-end-kind = flop
INFO  metric yosys_register_bits = 205
INFO  metric yosysUniqueCellTypes = 33
INFO  metric tritoncts.num_buffers = 23
INFO  metric yosys_cells = 654
INFO  metric core_util_floorplan = 0.409
INFO  metric clk_latency = 490 ps
INFO  metric post-synth-top-area-fraction = 0.415
INFO  metric gr-usage-met1 = 0.306
INFO  metric number_of_vias_after_detailed_routing = 5128
INFO  metric timing.final.max_slew_violations = 0
INFO  metric grt_max_degree = 117
INFO  metric top_area_cell = sky130_fd_sc_hd__dfxtp_1
INFO  metric die_y = 143 um
INFO  metric crit_chain = nor4_4, buf_4, nand4b_2, mux2i_1
INFO  metric dr.pass1.iters = 4
INFO  metric critPathLaunch = n[5]$_SDFFCE_PN0P_
INFO  metric drcViolationCount = 0
INFO  metric layout_top_cells_excl_fill_tap = 179 x sky130_fd_sc_hd__clkdlybuf4s50_1, 178 x sky130_fd_sc_hd__nand2b_1, 165 x sky130_fd_sc_hd__dfxtp_1, 162 x sky130_fd_sc_hd__mux2i_1, 40 x sky130_fd_sc_hd__edfxtp_1
INFO  metric final_common_cell = sky130_fd_sc_hd__clkdlybuf4s50_1
INFO  metric yosys-top-cells-area = sky130_fd_sc_hd__dfxtp_1 41%, sky130_fd_sc_hd__mux2i_1 20%, sky130_fd_sc_hd__edfxtp_1 15%
INFO  metric gr-usage-met3 = 0.0311
INFO  metric startpoint_of_the_most_critical_register_to_register_path = n[5]$_SDFFCE_PN0P_
INFO  metric timing.critical_path.fanout_max = 16
INFO  metric detail_route.wirelength = 19500 um
INFO  metric critical_path_class = flop to flop
INFO  metric r2r.worst_path.cells = 4
INFO  metric track_usage = 0.202
INFO  metric chip_area = 0.0205 mm2
INFO  metric final-seq-area = 0.00450 mm2
INFO  metric cts_root_buf = sky130_fd_sc_hd__clkbuf_16
INFO  metric leakage = 4.59 nW
INFO  metric layout-area-overhead-vs-synth = 32.8%
INFO  metric portBuffers = 180
INFO  metric endpoint = data_5[4]$_SDFFE_PP0N_
INFO  metric fin_worst_skew = 9.70 ps
INFO  metric max_clk_rate = 0.460 GHz
INFO  metric setup_viols_final = 0
INFO  metric synth_warnings = 1
INFO  metric n_antenna_cell = 0
INFO  metric worst-endpoint-required = 4300 ps
INFO  metric crit-reg2reg-capture = data_5[4]$_SDFFE_PP0N_
INFO  metric top_level_ports = 189
INFO  metric drt-wirelength-per-cell = 17.8 um
INFO  metric first_iter_violations = 206
INFO  metric tightest_slew = 890 ps
INFO  metric proportion_of_layout_cells_with_a_drive_suffix_above_1 = 0.0641
INFO  metric core.rowCount = 51
INFO  metric vdd_drop_max = 302 uV
INFO  metric post_cts_buffers = 0
INFO  metric globalRoute.totalOverflow = 0
INFO  metric dp.final_hpwl = 12500 um
INFO  metric worst-endpoint-arrival = 2570 ps
INFO  metric global_route_wire_length_before_repair = 29000 um
INFO  metric warning_count = 38
INFO  metric cts_tree = done
power by group:
group / switching, W / internal (W) / total (W)
registers: 0.0000110 / 0.00218 / 0.00219
clock network: 0.000819 / 0.00120 / 0.00202
logic: 0.0000782 / 0.0000632 / 0.000141
layout make-up:
type,count,share of cell area
Tap cell,265,0.0313
Inverter,4,0.00142
Clock inverter,7,0.00438
Sequential cell,205,0.426
Multi-Input combinational cell,391,0.299
Clock buffer,34,0.0640
Timing Repair Buffer,186,0.174
routing by layer:
layer,share of wire,up-vias
met5,0,-
met4,0.045,0
met3,0.051,41
met2,0.46,154
met1,0.45,2423
li1,-,2510
worst max-delay path: cells and delay by family (launching register included):
| family | cells | cell delay (ps) |
|---|---|---|
| buffers and inverters | 1 | 270 |
| and+or+nand+nor | 2 | 940 |
| muxes | 1 | 360 |
| DFF | 1 | 500 |
Yosys cell counts:
library cell,n
sky130_fd_sc_hd__nand3_2,1
sky130_fd_sc_hd__or3_2,1
sky130_fd_sc_hd__o21a_1,1
sky130_fd_sc_hd__o21ai_0,1
sky130_fd_sc_hd__nand2_1,4
sky130_fd_sc_hd__nand4b_1,2
sky130_fd_sc_hd__nor3_1,1
sky130_fd_sc_hd__o311ai_0,2
sky130_fd_sc_hd__dfxtp_1,165
sky130_fd_sc_hd__o211a_1,1
sky130_fd_sc_hd__a21boi_0,1
sky130_fd_sc_hd__buf_6,6
sky130_fd_sc_hd__a21oi_1,2
sky130_fd_sc_hd__mux2i_1,162
sky130_fd_sc_hd__nor4_4,1
sky130_fd_sc_hd__buf_4,4
sky130_fd_sc_hd__nand4b_2,2
sky130_fd_sc_hd__xnor2_1,2
sky130_fd_sc_hd__xor2_1,1
sky130_fd_sc_hd__edfxtp_1,40
sky130_fd_sc_hd__and2_1,4
sky130_fd_sc_hd__nor2_1,2
sky130_fd_sc_hd__and3_1,1
sky130_fd_sc_hd__buf_2,7
sky130_fd_sc_hd__and3_2,2
sky130_fd_sc_hd__clkbuf_1,36
sky130_fd_sc_hd__nor2b_1,5
sky130_fd_sc_hd__nand3_1,6
sky130_fd_sc_hd__nand3_4,4
sky130_fd_sc_hd__ha_1,4
sky130_fd_sc_hd__buf_12,1
sky130_fd_sc_hd__inv_1,4
sky130_fd_sc_hd__nand2b_1,178
metrics by stage:
step / hold slack (ps) / setup WS, ps / utilization / instance area [um2]
4_1_cts: 419 / 1700 / 0.544 / 10600
6_report: 414 / 1730 / 0.544 / 10600
2_1_floorplan: 400 / 1170 / - / 7970
5_1_grt: 427 / 1550 / 0.544 / 10600
3_3_place_gp: 407 / 1430 / 0.507 / 9860
3_5_place_dp: 406 / 1400 / 0.507 / 9860
how the worst min path moves through the flow:
stage / start / endpoint / slack [ps] / cells past startpoint
finish: mem[0][5]$_DFFE_PP_ / data_bf[5]$_DFFE_PP_ / 410 / 0
CTS: mem[0][5]$_DFFE_PP_ / data_bf[5]$_DFFE_PP_ / 420 / 0
global route: mem[0][5]$_DFFE_PP_ / data_bf[5]$_DFFE_PP_ / 430 / 0
cells by family (layout without fill, tap and decap cells):
kind of cell | Yosys count | after routing | synth area share
multiplexers | 162 | 162 | 0.204
XOR/XNOR | 3 | 3 | 0.00330
buffers and inverters | 58 | 231 | 0.0380
AND/OR/NAND/NOR | 214 | 214 | 0.176
AND-OR/OR-AND | 8 | 8 | 0.00722
flip-flops | 205 | 205 | 0.565
adder cells (fa/ha/maj) | 4 | 4 | 0.00628
Power and IR drop assume default switching activity.
