===== flow/design.v =====
module crc_16_rtu (
				   	  input 	     clk,
				   	  input 	     start,
				   	  input [7:0] byte_in,
				   	  input       reset,
				   	  						     output reg [15:0] crc_16,
				   	  						     output reg        busy
																			);
localparam [15:0] polinom          = 16'hA001;
localparam [3:0]  IDLE             =  4'b0000;
localparam [3:0]  STAGE_0          =  4'b0001;
localparam [3:0]  STAGE_1          =  4'b0010;
localparam [3:0]  STAGE_2          =  4'b0011;
localparam [3:0]  STAGE_3          =  4'b0100;
localparam [3:0]  STAGE_4          =  4'b0101;
localparam [3:0]  STAGE_5          =  4'b0110;
localparam [3:0]  STAGE_6          =  4'b0111;
localparam [3:0]  STAGE_7          =  4'b1000;
	   reg [3:0]  state            =  4'b0000;
	   reg [15:0] crc              = 16'hFFFF;
	   reg        previous_strb    =  1'b0;
	   reg strb_bf = 1'b0;
always @(posedge clk) begin
	strb_bf <= start;
	previous_strb <= strb_bf;
	if(reset) begin
		crc <= 16'hFFFF;
		state <= IDLE;
		busy <= 1'b0;
	end
	else begin
		case(state)
			IDLE: begin
				if(strb_bf && !previous_strb) begin
					state <= STAGE_0;
					crc[7:0] <= crc[7:0] ^ byte_in[7:0];
					busy <= 1'b1;
				end
				else begin
					state <= IDLE;
				end
			end
			STAGE_0: begin
				if(crc & 16'h0001)
					crc <= (crc >> 16'h0001) ^ polinom;
				else
					crc <= crc >> 16'h0001;
				state <= STAGE_1;
			end
			STAGE_1: begin
				if(crc & 16'h0001)
					crc <= (crc >> 16'h0001) ^ polinom;
				else
					crc <= crc >> 16'h0001;
				state <= STAGE_2;
			end
			STAGE_2: begin
				if(crc & 16'h0001)
					crc <= (crc >> 16'h0001) ^ polinom;
				else
					crc <= crc >> 16'h0001;
				state <= STAGE_3;
			end
			STAGE_3: begin
				if(crc & 16'h0001)
					crc <= (crc >> 16'h0001) ^ polinom;
				else
					crc <= crc >> 16'h0001;
				state <= STAGE_4;
			end
			STAGE_4: begin
				if(crc & 16'h0001)
					crc <= (crc >> 16'h0001) ^ polinom;
				else
					crc <= crc >> 16'h0001;
				state <= STAGE_5;
			end
			STAGE_5: begin
				if(crc & 16'h0001)
					crc <= (crc >> 16'h0001) ^ polinom;
				else
					crc <= crc >> 16'h0001;
				state <= STAGE_6;
			end
			STAGE_6: begin
				if(crc & 16'h0001)
					crc <= (crc >> 16'h0001) ^ polinom;
				else
					crc <= crc >> 16'h0001;
				state <= STAGE_7;
			end
			STAGE_7: begin
				if(crc & 16'h0001) begin
					crc <= (crc >> 16'h0001) ^ polinom;
					crc_16 <= (crc >> 16'h0001) ^ polinom;
				end
				else begin
					crc <= crc >> 16'h0001;
					crc_16 <= crc >> 16'h0001;
				end
				busy <= 1'b0;
				state <= IDLE;
			end
			default begin
				state <= IDLE;
			end
		endcase
	end
end
endmodule

===== flow/config.mk =====
export PLATFORM = sky130hd
export DESIGN_NAME = crc_16_rtu
export DESIGN_NICKNAME = crc_16_rtu
export VERILOG_FILES = /design/flow/design.v
export SDC_FILE = /design/flow/constraint.sdc
export NUM_CORES = 4
export LEC_CHECK = 1
export CORE_AREA = 10 10 102 102
export DIE_AREA = 0 0 112 112

===== flow/run.sh =====
#!/bin/bash
# OpenROAD 26Q1-2900-gdf79404cd8, Yosys 0.63+post, stock flow scripts
make -C /OpenROAD-flow-scripts/flow DESIGN_CONFIG=/design/flow/config.mk WORK_HOME=/design/flow/orfs finish

===== flow/constraint.sdc =====
current_design crc_16_rtu

set clk_period 2.5
set clk_io_pct 0.2

create_clock -name clk0 -period $clk_period [get_ports {clk}]

set non_clock_inputs [all_inputs -no_clocks]
set_input_delay [expr $clk_period * $clk_io_pct] -clock clk0 $non_clock_inputs
set_output_delay [expr $clk_period * $clk_io_pct] -clock clk0 [all_outputs]

==> flow_summary.yaml <==
# synthesis and place-and-route metrics
logic_synthesis:
  synth_flops: 39
  avgSynthCellArea_um2: 11.47
  synth_area_mm2: 0.001480
  syn_inst: 129
  synth_cell_types: 26
  ys_cells: 129
  yosys_warnings: 1
  yosysChipArea_mm2: 0.001480
  yosysSeqAreaShare_pct: 63.57
detailed_routing:
  wl_per_cell_um: 11.51
  ant_nets: 0
  wl_um: 3085
  drt_pass1_iterations: 5
  vias: 1044
  antenna_cells: 0
  drc: 0
  drt_iter0_markers: 50
  viasPerCell: 3.896
final_timing:
  layout_min_cycle_time_ps: 1630
  relSlewSlack_pct: 66.10
  setup_slack_ps: 869.7
  finalCritPeriodShare_pct: 65.21
  setup_viol: 0
  fin_skew_ps: 6.364
  tightest_slew_ps: 506.0
  setup_tns_ps: 0
  finalMaxSlewViolations: 0
  grt_setup_unrepaired: "no"
  max_freq_ghz: 0.6134
  hold_viol: 0
clock_tree:
  cts_tree: "yes"
  cts_sinks: 39
  postCtsSetupRepairBufs: 0
  clk_transition_reported_paths_ps: 70
  cts_max_path_buffers: 2
  root_buffer: "clkbuf_8"
  cts-htree-levels: 2
  postCtsHoldBufs: 0
  cts_buffers: 5
  clkLatencyLatePin_ps: 290
  cts.repair.resized: 0
floorplan:
  die_area_mm2: 0.01254
  core_mm2: 0.008217
  die_h_um: 112
  ios: 28
  initial_core_util_pct: 18.01
  die_width_um: 112
  row_count: 33
setup_path:
  critical_path.max_fanout: 2
  cp_slowest_cell: "clkdlybuf4s50_1"
  worstPathRequired_ps: 2000
  cp-end-kind: "output pin"
  critPathLaunchType: "register"
  crit_chain: "clkdlybuf4s50_1"
  worstPathArrival_ps: 1130
  crit_buf_inv: 1
  cpPeakStageDelay_ps: 490
  crit_type: "reg2out"
  critPathTopFamily: "buffers and inverters"
place:
  place_inst: 260
  buffer_ports.inserted: 27
  hpwl_um: 2188
  place_ws_ps: 888.8
  routabilityCongestion: 0.7409
flow_run:
  maxCapViolCount: 0
  warning_count: 25
grt:
  grt.total_usage_pct: 4.701
  grt_start_max_net_pins: 23
  gr-total-overflow: 0
  grt_pass1_vias: 980
  antenna_found_initial: 0
  grt_pass1_wl_um: 4961
layout:
  drive_gt1_share_pct: 10.43
  area_growth_pct: 36.60
  layout.cells.non_filler: 268
power_and_ir_drop:
  ir_drop_mv: 0.2301
  p_leak_nw: 0.7723
  total_power_mw: 1.645
  p_per_area_mw_per_mm2: 813.4
outcome:
  outcome: "finished clean"
hold_path:
  hold_class: "reg2reg"
==> power by group <==
group	total (mW)	internal [mW]	switching, mW
combinational	0.247	0.112	0.135
sequential	0.782	0.736	0.0457
clock	0.616	0.398	0.218
total	1.64	1.25	0.398
==> kinds of logic (layout without fill, tap and decap cells) <==
| logic type | Yosys count | in the layout | share of synthesized area, % |
|---|---|---|---|
| muxes | 1 | 1 | 0.6763 |
| and+or+nand+nor | 45 | 45 | 15.72 |
| DFF | 39 | 39 | 63.57 |
| buffers and inverters | 15 | 49 | 4.818 |
| AOI/OAI and AO/OA | 23 | 23 | 11.16 |
| xor gates and xnor gates | 6 | 6 | 4.058 |
==> metrics by stage <==
stage          instance area [um^2]  hold slack, ps  utilization, %
6_report                       2022           353.5           24.61
5_1_grt                        2022           355.6           24.61
4_1_cts                        2022           353.0           24.61
3_5_place_dp                   1886           331.0           22.95
3_3_place_gp                   1886           331.7           22.95
2_1_floorplan                  1480           321.5               -
==> sequential cells by signal, indices dropped and copies added (netlist names) <==
register,cells
strb_bf,1
state,4
busy,1
crc_16,16
crc,16
previous_strb,1
==> final cells by class <==
class                           instances  area [um^2]
Fill cell                             839         6195
Sequential cell                        39        940.9
Multi-Input combinational cell         75        467.9
Timing Repair Buffer                   33        315.3
Tap cell                              105        131.4
Clock buffer                            5        68.82
Clock inverter                          3        67.56
Inverter                                8        30.03
==> synthesized netlist by cell type (all sizes together) <==
cell type / n / area, um^2
a21oi: 7 / 35.03
a22oi: 1 / 7.510
a32oi: 1 / 8.760
a41oi: 7 / 61.31
buf: 5 / 33.78
clkbuf: 2 / 7.510
dfxtp: 23 / 460.4
edfxtp: 16 / 480.5
inv: 8 / 30.03
mux2i: 1 / 10.01
nand2: 26 / 97.59
nand3: 1 / 5.000
nand3b: 8 / 60.06
nor2: 3 / 11.26
nor2b: 1 / 6.260
nor3: 4 / 31.28
nor3b: 1 / 12.51
nor4b: 1 / 8.760
o211ai: 6 / 45.04
o31ai: 1 / 7.510
xnor2: 2 / 25.03
xor2: 4 / 35.03
==> path summary, 6_finish.rpt <==
check | startpoint | endpoint | cells after the start | slack [ps]
min | strb_bf$_DFF_P_ | previous_strb$_DFF_P_ | 0 | 350
max reg2reg | state[0]$_SDFF_PP0_ | crc_16[8]$_DFFE_PP_ | 4 | 950
min reg2reg | strb_bf$_DFF_P_ | previous_strb$_DFF_P_ | 0 | 350
max | busy$_SDFFE_PP0P_ | busy | 1 | 870
==> per-layer routing <==
layer	up-vias	routed length (um)	track usage [%]
met5	-	0	0
met4	0	40	0.8460
met3	2	202	1.629
met2	29	1531	7.887
met1	490	1310	5.789
li1	523	-	-
==> layout by cell type, fill, tap and decap left out <==
master,count
bufinv_16,2
edfxtp_1,16
xor2_1,4
a22oi_1,1
inv_1,8
nor3_4,1
mux2i_1,1
a21oi_1,7
nand2_1,26
clkbuf_8,5
a41oi_1,7
nand3_1,1
clkdlybuf4s50_1,27
nor3_1,3
o31ai_1,1
nor4b_1,1
nand3b_1,8
xnor2_2,1
a32oi_1,1
nor2b_1,1
clkinvlp_4,1
dfxtp_1,23
xnor2_1,1
nor3b_2,1
buf_4,6
o211ai_1,6
nor2_1,3
Power and IR drop assume default switching activity.
