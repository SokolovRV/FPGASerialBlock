==> flow/design.v <==
module serial_rx_ctrl ( clk, rx_done, byte_in, tmout, crc_16, crc_busy, reset,
							data_out, selector, data_strb, validate, errors_cnt, crc_reset);
input clk, rx_done, tmout, crc_busy, reset;
input [7:0] byte_in;
input [15:0] crc_16;
output reg data_strb, validate, crc_reset;
output reg [7:0] selector;
output reg [15:0] data_out, errors_cnt;
parameter [7:0] n_word = 8'h01; 
localparam [7:0] max_wrd_indx = n_word - 8'h01;
localparam [2:0] IDLE    = 3'b000;
localparam [2:0] DATA_HI = 3'b001;
localparam [2:0] DATA_LO = 3'b010;
localparam [2:0] CRC_HI  = 3'b011;
localparam [2:0] CRC_LO  = 3'b100;
localparam [2:0] VALID   = 3'b101;
reg [2:0] state     = 3'b000;
reg [15:0] crc_hi_bf = 16'h0000;
reg pre_strb_0 = 1'b0;
reg fist_word  = 1'b0;
reg strb_bf    = 1'b0;
always @(posedge clk) begin
	strb_bf <= rx_done;
	pre_strb_0 <= strb_bf;
	if(reset) begin
		errors_cnt <= 16'h0000;
		state <= IDLE;
		validate <= 1'b0;
		data_strb <= 1'b0;
	end
	else begin
		case(state)
			IDLE: begin
				if(tmout) begin
					state <= DATA_HI;
					validate <= 1'b0;
				end
				else begin
					state <= IDLE;
				end
				fist_word <= 1'b0;
				selector <= 8'h00;
			end
			DATA_HI: begin
				if(!strb_bf)
					crc_reset <= 1'b0;
				else begin end
				data_strb <= 1'b0;
				if(strb_bf && !pre_strb_0) begin
					if(!fist_word) begin
						selector <= selector;
						fist_word <= 1'b1;
					end
					else begin
						selector <= selector + 8'h01;
					end
					data_out[15:8] <= byte_in;
					state <= DATA_LO;
				end
			end
			DATA_LO: begin
				if(strb_bf && !pre_strb_0) begin
					data_out[7:0] <= byte_in;
					data_strb <= 1'b1;
					if(selector == max_wrd_indx && fist_word) begin
						state <= CRC_HI;
					end
					else begin
						state <= DATA_HI;
					end
				end
			end
			CRC_HI: begin
				if(!crc_busy) begin
					crc_reset <= 1'b1;
				end
				else begin end
				if(strb_bf && !pre_strb_0) begin
					crc_hi_bf[15:8] <= byte_in;
					state <= CRC_LO;
				end
			end
			CRC_LO: begin
				data_strb <= 1'b0;
				if(strb_bf && !pre_strb_0) begin
					crc_hi_bf[7:0] <= byte_in;
					state <= VALID;
				end
			end
			VALID: begin
				if(crc_hi_bf == crc_16) begin
					validate <= 1'b1;
				end
				else begin
					errors_cnt <= errors_cnt + 16'h0001;
				end
				state <= IDLE;
			end
			default: state <= IDLE;
		endcase
	end
end
endmodule
==> flow/run.sh <==
#!/bin/bash
# OpenROAD 26Q1-2900-gdf79404cd8, Yosys 0.63+post, stock flow scripts
make -C /OpenROAD-flow-scripts/flow DESIGN_CONFIG=/design/flow/config.mk WORK_HOME=/design/flow/orfs finish
==> flow/config.mk <==
export PLATFORM = sky130hd
export DESIGN_NAME = serial_rx_ctrl
export DESIGN_NICKNAME = serial_rx_ctrl
export VERILOG_FILES = /design/flow/design.v
export SDC_FILE = /design/flow/constraint.sdc
export NUM_CORES = 4
export LEC_CHECK = 1
export CORE_UTILIZATION = 50
==> flow/constraint.sdc <==
current_design serial_rx_ctrl

set clk_period 4.4
set clk_io_pct 0.2

create_clock -name clk0 -period $clk_period [get_ports {clk}]

set non_clock_inputs [all_inputs -no_clocks]
set_input_delay [expr $clk_period * $clk_io_pct] -clock clk0 $non_clock_inputs
set_output_delay [expr $clk_period * $clk_io_pct] -clock clk0 [all_outputs]
==> results.py <==
# Metrics from the implementation run
metrics = {
    "routing": {
        "drt_pass1_iterations": 6,
        "via_per_inst": 5.35,
        "drt_wl_total_um": 5550,
        "drc": 0,
        "drt_iter0_markers": 72,
        "diodes": 0,
        "via_count": 2086,
        "avgRoutedWirePerCell_um": 14.2,
        "drtAntennaViolNets": 0,
    },
    "sta": {
        "worst_clock_skew_ps": 8.50,
        "timing.setup.tns_ps": 0,
        "hold_viol": 0,
        "fmax_mhz": 347,
        "tightest_slew_ps": 806,
        "min_period_ps": 2880,
        "whs_ps": 378,
        "setup_viol": 0,
        "rsz0062_at_grt": "no",
        "drv_slew": 0,
        "fin_crit_sh_pct": 65.4,
        "max-slew-margin-rel_pct": 46.3,
    },
    "grt": {
        "grt_pass1_vias": 1905,
        "grt_pass1_wl_um": 9020,
        "grt-ovfl-total": 0,
        "grt_max_degree": 28,
        "grt_usage_pct": 20.4,
        "antenna_found_initial": 0,
    },
    "yosys": {
        "syn_area_sq_um": 2840,
        "ys_async_sr_fraction_pct": 0,
        "edf_count": 42,
        "yosysWarnings": 1,
        "ys_sh_mux_pct": 1.72,
        "top_logic_kind": "simple AND/OR/NAND/NOR gates",
        "area_leaders": "edfxtp_1 (44%), dfxtp_1 (16%), xor2_1 (6.5%)",
        "synth_dominant_cell_count": "edfxtp_1",
        "ys_sh_aoi_pct": 9.12,
        "top_cell_area_share_pct": 44.4,
        "ys_cells": 239,
        "simple_gate_area_share_pct": 17.0,
        "synth.ff_latch_count": 65,
        "xor_area_share_pct": 6.79,
        "synthCells": 239,
        "postSynthAreaPerCell_sq_um": 11.9,
        "yosysUniqueCellTypes": 43,
        "yosys_area_sq_um": 2840,
        "ys_sh_adder_pct": 1.32,
        "ys.flop_type": "edfxtp_1",
        "largest_area_cell": "edfxtp_1",
        "common_cells": "edfxtp_1 (42), dfxtp_1 (23), xor2_1 (21)",
        "ys_seq_share_pct": 60.6,
    },
    "worst_setup_path": {
        "r2r-start": "crc_hi_bf[8]$_DFFE_PP_",
        "crit_path_start_kind": "input port",
        "startpoint": "crc_16[9]",
        "critPathMaxFanout": 27,
        "worstPathRequired_ps": 4630,
        "path_cells": "clkdlybuf4s50_1, xor2_1, nor4_1, and4_1, nor4_1, mux2_2",
        "slowest_delay_ps": 790,
        "worstReg2RegEnd": "errors_cnt[15]$_SDFFE_PP0P_",
        "cp_slowest_cell": "and4_1",
        "worstSetupEndpoint": "errors_cnt[15]$_SDFFE_PP0P_",
        "end_kind": "register",
        "reg2reg_depth": 5,
        "reg2reg_slack_ps": 2130,
        "crit_arrival_ps": 3110,
        "critPathKind": "input port to register",
        "crit_path_frequent_cell": "nor4_1",
    },
    "cts": {
        "holdBufCountCts": 0,
        "cts-root-buf": "clkbuf_8",
        "clk_pin_slew_ps": 70,
        "clock-sinks": 65,
        "htreeDepth": 3,
        "cts_tree": "done",
        "cts-resized-gates": 0,
        "cts_max_path_buffers": 2,
        "cts-buffers-inserted": 9,
        "clk_latency_ps": 330,
        "cts_setup_buffers": 0,
    },
    "floorplanning": {
        "die_y_um": 77.4,
        "pin_count": 72,
        "die_x_um": 77.4,
        "initCoreUtil_pct": 51.9,
        "num_rows": 27,
        "dieArea_sq_um": 5980,
        "core_area_sq_um": 5470,
    },
    "power_and_ir_drop": {
        "p_per_area_nw_per_um2": 340,
        "vdd_ir_drop_max_mv": 0.237,
        "leakage_nw": 1.30,
    },
    "status": {
        "status": "complete, no violations",
    },
    "finish": {
        "logic_area_sq_um": 1020,
        "fillers": 418,
        "syn2layout_area_growth_pct": 34.0,
        "final-seq-area_sq_um": 1720,
        "layout-drive-gt1-share_pct": 8.81,
    },
    "job": {
        "warnings": 27,
        "cap_viol_max_count": 0,
    },
    "placement": {
        "gp_congestion": 0.797,
        "hpwl_um": 3870,
        "port_buffers": 71,
    },
    "worst_hold_path": {
        "worstHoldPathType": "register to register",
    },
}
## placed cells by master (no fill, tap or decap), types with 2 or more instances in the layout
cell and instances:
clkdlybuf4s50_1 71, edfxtp_1 42, dfxtp_1 23, xor2_1 21, nor2_1 17, a21oi_1 15
nand2_1 10, nand3_1 10, clkbuf_8 9, o21ai_0 8, or3_1 7, inv_1 6
nor4_1 6, nor2b_1 5, nor3_1 5, and3_1 5, o31ai_1 5, or4_1 5
nand4_1 4, buf_4 4, nand2b_1 3, mux2_2 3, ha_1 3, a2111oi_0 2
and2_1 2, nor2_2 2, o41ai_1 2, a22oi_1 2, clkinv_1 2, clkinv_2 2
bufinv_16 2
## worst max-delay path, delay by kind of cell
kind,cells,cell delay [ps]
XOR/XNOR,1,170
buffers and inverters,1,420
multiplexers,1,300
AND/OR/NAND/NOR,3,1330
## report_power, final
group | internal [W] | total, W | leakage, nW | switching, W
Clock | 0.000313 | 0.000525 | 0.104 | 0.000212
Sequential | 0.000664 | 0.000679 | 0.572 | 0.0000152
Combinational | 0.0000522 | 0.0000882 | 0.623 | 0.0000360
## worst min path at each step
| stage | start | to | slack [ps] | depth (start not counted) |
|---|---|---|---|---|
| after CTS | strb_bf$_DFF_P_ | pre_strb_0$_DFF_P_ | 380 | 0 |
| after global routing | strb_bf$_DFF_P_ | pre_strb_0$_DFF_P_ | 390 | 0 |
| final | strb_bf$_DFF_P_ | pre_strb_0$_DFF_P_ | 380 | 0 |
## state kept, by name, indices dropped and copies added (netlist names)
| register | count |
|---|---|
| fist_word | 1 |
| crc_reset | 1 |
| selector | 8 |
| state | 3 |
| validate | 1 |
| data_strb | 1 |
| pre_strb_0 | 1 |
| strb_bf | 1 |
| errors_cnt | 16 |
| data_out | 16 |
| crc_hi_bf | 16 |
## final cells by class
cell class	instances	share of cell area [%]
well taps	72	2.37
inverters	6	0.592
clock inverters	7	2.24
flip-flops and latches	65	45.2
multi-input cells	156	26.8
clock buffers	9	3.26
repair buffers	75	19.5
## metal layers
metal / GRT usage, % / vias to the layer above / routed length, um
met5: 0 / - / 0
met4: 3.40 / 0 / 104
met3: 6.09 / 12 / 402
met2: 29.6 / 72 / 2420
met1: 33.9 / 970 / 2620
li1: - / 1032 / -
## stage by stage
stage	setup WS (ps)	power [W]	instances	util, %	instance area (sq um)
floorplan	1990	0.000724	239	-	2840
CTS	1510	0.00131	390	69.5	3800
detailed placement	1160	0.000780	374	65.7	3600
finish	1520	0.00129	390	69.5	3800
global placement	1190	0.000779	374	65.7	3600
global route	1350	0.00134	390	69.5	3800
## cell families (layout without fill, tap and decap cells)
logic type,Yosys count,count (layout)
fa+ha+maj,3,3
compound gates,40,40
simple gates,87,87
buf+inv,18,97
xor+xnor,22,22
mux,4,4
flops,65,65
No activity file was given, so power comes from the tool's default toggle rates.
